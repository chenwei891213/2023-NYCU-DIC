==> /design/flow/design.v <==
module Convolution_with_pipeline(
clk,
rst_n,
in_valid,
weight_valid,
In_IFM_1,
In_Weight_1,
out_valid, 
Out_OFM	
);
input clk, rst_n, in_valid, weight_valid;
input [15:0]In_IFM_1;		
input [15:0]In_Weight_1;
output reg out_valid;
output reg[35:0] Out_OFM;
reg [15:0]buffer[0:48] ;    
reg [15:0]buffer_weight[0:8];   
reg [1:0] state_cs, state_ns;
parameter IDLE = 2'd0;
parameter IN_DATA = 2'd1;
parameter EXE = 2'd2;
reg [5:0] cnt ;
reg [5:0] in [0:8] ;
reg [31:0] pipeline_out[0:8];
integer i ;
always@(posedge clk or negedge rst_n) begin
	if(!rst_n) begin
		for (i=0;i<9;i=i+1) 
			buffer_weight[i] <= 0;
	end
	else if(weight_valid && cnt < 9)
		buffer_weight[cnt] <= In_Weight_1;
end
always@(posedge clk or negedge rst_n) begin
	if(!rst_n) begin
		for (i=0;i<49;i=i+1) 
			buffer[i] <= 0;
	end
	else if(cnt < 49) begin
		buffer[cnt]  <= In_IFM_1;
	end                
end
always@(posedge clk or negedge rst_n) begin
	if(!rst_n)
		state_cs <= IDLE;
	else
		state_cs <= state_ns;
end
always@(posedge clk or negedge rst_n) begin
	if(!rst_n)
		out_valid <= 0; 
	else if(state_cs == EXE && cnt > 0)
		out_valid <= 1;
	else
		out_valid <= 0;
end
always@(*) begin
	case(state_cs)
		IDLE:
		begin
			if(in_valid)
				state_ns = IN_DATA;
			else
				state_ns = IDLE;
		end
		IN_DATA:
		begin
			if(in_valid)
				state_ns = IN_DATA;
			else
				state_ns = EXE;
		end
		EXE:
		begin
			if(cnt == 25)
				state_ns = IDLE;
			else
				state_ns = EXE;
		end
		default:
			state_ns = IDLE;
	endcase
end
always @(posedge clk or negedge rst_n) begin
	if (!rst_n) begin
		cnt <= 0 ;
	end
	else if (in_valid) begin
		cnt <= cnt + 1 ;
	end
	else if (state_cs == EXE) begin
		cnt <= cnt + 1 ;
	end
	else if (!in_valid) begin
		cnt <= 0 ;
	end
end
always @(posedge clk or negedge rst_n) begin
	if (!rst_n) begin
		for (i =0 ;i<9 ;i=i+1 ) begin
			in[i] <= 0;
		end		
	end
	else if (!in_valid && cnt == 49) begin
		in[0] <= 0 ; in[1] <= 1 ; in[2] <= 2 ; 
		in[3] <= 7 ; in[4] <= 8 ; in[5] <= 9;
		in[6] <= 14 ; in[7] <= 15 ; in[8] <= 16;
	end
	else if (state_cs == EXE) begin
		if (in[0] % 7 == 4) begin
			in[0] <= in[0] + 3 ;
			in[1] <= in[1] + 3 ;
			in[2] <= in[2] + 3 ;
			in[3] <= in[3] + 3 ;
			in[4] <= in[4] + 3 ;
			in[5] <= in[5] + 3 ;
			in[6] <= in[6] + 3 ;
			in[7] <= in[7] + 3 ;
			in[8] <= in[8] + 3 ;
		end
		else begin
			in[0] <= in[0] + 1 ;
			in[1] <= in[1] + 1 ;
			in[2] <= in[2] + 1 ;
			in[3] <= in[3] + 1 ;
			in[4] <= in[4] + 1 ;
			in[5] <= in[5] + 1 ;
			in[6] <= in[6] + 1 ;
			in[7] <= in[7] + 1 ;
			in[8] <= in[8] + 1 ;
		end
	end
end
always@(posedge clk or negedge rst_n) begin
	if(!rst_n)
		for (i=0;i<9;i=i+1) 
		begin
			pipeline_out[i] <= 0;
		end
	else if(state_cs == EXE) begin
		for(i=0;i<9;i=i+1)
		begin
			pipeline_out[i] <= buffer[in[i]] * buffer_weight[i]	;
		end 
	end
end
always@(posedge clk or negedge rst_n) begin
	if(!rst_n)
		Out_OFM <= 0;
	else if(state_cs == EXE && cnt > 0)begin
		Out_OFM <= pipeline_out[0]
			+pipeline_out[1]	
			+pipeline_out[2]
			+pipeline_out[3]
			+pipeline_out[4]
			+pipeline_out[5]
			+pipeline_out[6]
			+pipeline_out[7]
			+pipeline_out[8];					
	end
	else
		Out_OFM <= 0;
end
endmodule
==> /design/flow/run.sh <==
#!/bin/bash
# OpenROAD 26Q1-2900-gdf79404cd8, Yosys 0.63+post, stock flow scripts
make -C /OpenROAD-flow-scripts/flow DESIGN_CONFIG=/design/flow/config.mk WORK_HOME=/design/flow/orfs finish
==> /design/flow/config.mk <==
export PLATFORM = sky130hd
export DESIGN_NAME = Convolution_with_pipeline
export DESIGN_NICKNAME = Convolution_with_pipeline
export VERILOG_FILES = /design/flow/design.v
export SDC_FILE = /design/flow/constraint.sdc
export NUM_CORES = 4
export LEC_CHECK = 1
export CORE_UTILIZATION = 30
==> /design/flow/constraint.sdc <==
current_design Convolution_with_pipeline

set clk_period 22.9
set clk_io_pct 0.2

create_clock -name clk0 -period $clk_period [get_ports {clk}]

set non_clock_inputs [all_inputs -no_clocks]
set_input_delay [expr $clk_period * $clk_io_pct] -clock clk0 $non_clock_inputs
set_output_delay [expr $clk_period * $clk_io_pct] -clock clk0 [all_outputs]
==> job_summary.md <==
### Yosys + OpenROAD results

| Metric | Value |
|---|---|
| Yosys-reported design area after synthesis | `172,000 um^2` |
| Largest net degree at the start of global routing | `115` |
| Floorplan utilization | `30.2%` |
| Via count of the first global-routing pass | `203,000` |
| # resized after CTS | `0` |
| HPWL after DPL | `1150 mm` |
| Count of buffers inserted at the top-level ports | `72` |
| Async SR Flop Fraction | `100%` |
| Stage at which the run stopped | `5_1_grt` |
| Buffers inserted during post-CTS setup optimization | `0` |
| Number of synthesized register bits | `1,316` |
| Leftover overflow at the end of global routing | `6` |
| DIE WIDTH | `759 um` |
| Sinks on the clock net | `1,316` |
| Last weighted congestion value of the routability-driven placer | `about 1.5` |
| Mean cell area of the mapped netlist | `9.21 um^2` |
| Placed cell areas | `190,000 um^2` |
| Root cell of the clock tree | `sky130_fd_sc_hd__clkbuf_16` |
| Synth Cell Area | `172,000 um^2` |
| Total of warnings raised by yosys | `5` |
| Sequential fraction of the synthesis area | `19.1%` |
| Unique cell types | `roughly 82` |
| Global routing usage summed across all routing layers | `69.2%` |
| Error text reported by the tool | `[ERROR GRT-0116] Global routing finished with congestion. Check the congestion regions in the DRC Viewer.` |
| Cell total after placement | `roughly 26,000` |
| Post-place setup slack | `approximately 12,000 ps` |
| Top-level I/O count | `73` |
| Post-synthesis cell count | `between 15,000 and 20,000` |
| Die height | `759 um` |
| Clock Tree Buf Depth | `4` |
| Global-route wire length before repair | `between 2000 and 2500 mm` |
| Dominant register cell | `sky130_fd_sc_hd__dfrtp_1` |
| Status | `did not finish` |
| Yosys cell count | `~19,000` |
| H-tree depth reported by CTS | `4` |
| Hold-fix buffers at CTS | `0` |
| Placement row count | `277` |
| Total CTS buffers | `about 170` |
| Post-synth EDFFs | `0` |
==> per-layer routing <==
layer | overflow | global-route usage, %
met5 | 0 | 51.1
met4 | 5 | 61.8
met3 | 0 | 65.9
met2 | 1 | 75.9
met1 | 0 | 70.2
==> kinds of logic after synthesis <==
family,Yosys count,synth area share (%)
buffers and inverters,3910,8.55
DFF,1316,19.1
AOI/OAI and AO/OA,4456,20.3
and+or+nand+nor,4581,12.8
muxes,1157,7.56
xor gates and xnor gates,309,1.57
adders and majority gates,2964,30.1
==> Yosys cell counts (40+ instances only) <==
master	instances	area, um^2
sky130_fd_sc_hd__fa_1	1968	39400
sky130_fd_sc_hd__inv_1	1947	7310
sky130_fd_sc_hd__nand2_1	1856	6970
sky130_fd_sc_hd__clkbuf_1	1361	5110
sky130_fd_sc_hd__a22oi_1	1359	10200
sky130_fd_sc_hd__dfrtp_1	1315	32900
sky130_fd_sc_hd__mux2_2	1138	12800
sky130_fd_sc_hd__a221oi_1	1055	9240
sky130_fd_sc_hd__a22o_1	1054	9230
sky130_fd_sc_hd__ha_1	990	12400
sky130_fd_sc_hd__and2_1	780	4880
sky130_fd_sc_hd__nor2_1	682	2560
sky130_fd_sc_hd__buf_1	591	2220
sky130_fd_sc_hd__nand4_1	564	3530
sky130_fd_sc_hd__a21oi_1	343	1720
sky130_fd_sc_hd__nand3_1	229	1150
sky130_fd_sc_hd__xnor2_1	225	1970
sky130_fd_sc_hd__o21ai_0	162	811
sky130_fd_sc_hd__or3_1	119	744
sky130_fd_sc_hd__nor3_1	112	561
sky130_fd_sc_hd__a21o_1	103	773
sky130_fd_sc_hd__xor2_1	84	736
sky130_fd_sc_hd__nand2b_1	77	482
sky130_fd_sc_hd__nor2b_1	59	369
sky130_fd_sc_hd__o21a_1	58	435
sky130_fd_sc_hd__a211oi_1	56	420
sky130_fd_sc_hd__o21bai_1	40	300

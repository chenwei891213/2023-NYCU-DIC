**/design/flow/design.v**
```verilog
module Comparator(
	A,
	B,	
	Out
    );
input[63:0]A;
input[63:0]B;
output reg Out;
always@(*)
begin
	if(A == B)
		Out = 1'd1;
	else
		Out = 1'd0;
end
endmodule
```
**/design/flow/run.sh**
```bash
#!/bin/bash
# OpenROAD 26Q1-2900-gdf79404cd8, Yosys 0.63+post, stock flow scripts
make -C /OpenROAD-flow-scripts/flow DESIGN_CONFIG=/design/flow/config.mk WORK_HOME=/design/flow/orfs finish
```
**/design/flow/config.mk**
```make
export PLATFORM = sky130hd
export DESIGN_NAME = Comparator
export DESIGN_NICKNAME = Comparator
export VERILOG_FILES = /design/flow/design.v
export SDC_FILE = /design/flow/constraint.sdc
export NUM_CORES = 4
export LEC_CHECK = 1
export CORE_AREA = 10 10 83 83
export DIE_AREA = 0 0 93 93
```
**/design/flow/constraint.sdc**
```tcl
current_design Comparator

set clk_period 1.6
set clk_io_pct 0.2

create_clock -name clk0 -period $clk_period

set non_clock_inputs [all_inputs -no_clocks]
set_input_delay [expr $clk_period * $clk_io_pct] -clock clk0 $non_clock_inputs
set_output_delay [expr $clk_period * $clk_io_pct] -clock clk0 [all_outputs]
```
==> flow_summary.yaml <==
# implementation run metrics
sta:
  slew_headroom_pct: 81.8
  rsz0062_at_grt: "true"
  drv_slew: 0
  max_slew.worst_pin.slew_ns: 0.271
  setup_viol: 1
  timing.final.crit_share_pct: 113
  fin_crit_ns: 1.81
  timing.fmax_ghz: 0.554
  hold_viol_final: 0
  fin_setup_tns_ns: -0.206
  finalWorstSetupSlack_ns: -0.206
synthesis:
  syn_inst: 85
  syn-mean-instance-area_um2: 8.21
  ys_types: 4
  synth_seq_share_pct: 0
  yosys-stat-area_um2: 698
  syn_area_um2: 698
  yosys_warnings: 1
  ys_cells: 85
die:
  die_w_um: 93
  chipHeight_um: 93
  dieArea_mm2: 0.00865
  rows: 26
  coreArea_mm2: 0.00514
  ios: 129
  fp_util_pct: 13.6
detailed_routing:
  drtIter0Drc: 4
  routed_via_density: 3.65
  wl_um: 4030
  num_vias: 1037
  antenna_left: 0
  avgRoutedWirePerCell_um: 14.2
  remaining_drc_errors: 0
  drt_first_pass_iters: 4
  antenna_cells: 0
global_routing:
  antenna_found_initial: 0
  grt_pass1_wl_um: 5880
  grt_max_degree: 2
  grt_pass1_vias: 1193
  grt-ovfl-total: 0
  grt.total_usage_pct: 8.41
power:
  power_density_mw_per_mm2: 200
  vdd_drop_max_uv: 79.3
  total_power_mw: 0.375
  p_leak_nw: 0.879
placement:
  dpl.hpwl_um: 3890
  place_congestion: 0.788
  dp.cells: 284
  port_buffers: 129
  post_dp_cell_area_mm2: 0.00208
  dp_slack_ns: -1.01
job:
  warnings: 34
  max-cap-violations: 0
min_path:
  hold_path_class: "in -> out"
final_layout:
  stdcell_count: 284
  final_layout_top_logic_cells: "64 x xor2_1, 46 x clkdlybuf4s15_1, 45 x buf_2"
  drive_above_1_share_pct: 28.5
  seq_cell_count: 0
  fin_area_mm2: 0.00188
  area_delta_synth_final_pct: 169
  clockBufferCount: 0
  area.sequential_um2: 0
  nFillCells: 574
  lay_top_count: "xor2_1"
status:
  run_status: "finished, violations left"
  violations: "setup timing"
worst_setup_path:
  path_max_fanout: 1
  path_class: "in -> out"
  worst_setup_path_end_kind: "output pin"
  crit_arrival_ns: 1.49
  required_ns: 1.28
  start_kind: "primary input"
==> stage by stage <==
| step | hold slack (ns) | util [%] |
|---|---|---|
| finish | 1.18 | 36.6 |
| global route | 1.22 | 36.6 |
| CTS | 1.19 | 35.7 |
| detailed placement | 1.83 | 40.4 |
| global placement | 1.82 | 40.4 |
| floorplan | 0.896 | - |
==> layout make-up <==
class                      instances  area [um^2]  area share, %
tap                               70         87.6           4.66
multi-input combinational         85          761           40.5
timing repair buffer             129         1030           54.9
==> critical path, cell delays in order <==
cell and delay, ns:
clkdlybuf4s15_1 0.17, xor2_1 0.16, nor4_1 0.29, nand4_1 0.17, nor4_2 0.23, buf_2 0.14
==> cells by family after synthesis <==
| logic type | Yosys count | synth area share (%) |
|---|---|---|
| xor gates and xnor gates | 64 | 80.3 |
| and+or+nand+nor | 21 | 19.7 |
==> Yosys cell counts, drive strengths merged <==
| master | count | area, um^2 |
|---|---|---|
| nand4 | 4 | 25.0 |
| xor2 | 64 | 561 |
| nor4 | 17 | 113 |
==> worst paths after layout <==
path	from	endpoint	slack, ns	depth (start not counted)
max	A[19]	Out	-0.21	6
min	A[38]	Out	1.18	6
==> power breakdown <==
part           internal (mW)  switching [mW]
combinational          0.239           0.136
sequential                 0               0
clock                      0               0
==> per-layer routing <==
layer,wire length [um],up-vias,GRT usage (%),share of wire [%]
met5,0,-,0,0
met4,0,0,0,0
met3,416,0,2.75,10
met2,2040,69,15.4,51
met1,1570,413,9.88,39
li1,-,555,-,-
==> repair_timing <==
action                     in CTS  in global routing
resized                       295                  7
buffers inserted                0                  0
hold buffers                    0                  0
setup endpoints to repair       1                  1
pin swaps                      76                  0
Power figures rest on the tool's default switching activity, not on a simulated workload.

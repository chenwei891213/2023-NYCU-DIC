**flow/config.mk**
```make
export PLATFORM = sky130hd
export DESIGN_NAME = Convolution_without_pipeline
export DESIGN_NICKNAME = Convolution_without_pipeline
export VERILOG_FILES = /design/flow/design.v
export SDC_FILE = /design/flow/constraint.sdc
export NUM_CORES = 4
export LEC_CHECK = 1
export CORE_UTILIZATION = 50
```
**flow/constraint.sdc**
```tcl
current_design Convolution_without_pipeline

set clk_period 32.8
set clk_io_pct 0.2

create_clock -name clk0 -period $clk_period [get_ports {clk}]

set non_clock_inputs [all_inputs -no_clocks]
set_input_delay [expr $clk_period * $clk_io_pct] -clock clk0 $non_clock_inputs
set_output_delay [expr $clk_period * $clk_io_pct] -clock clk0 [all_outputs]
```
**flow/design.v**
```verilog
module Convolution_without_pipeline(
clk,
rst_n,
in_valid,
weight_valid,
In_IFM_1,
In_Weight_1,
out_valid, 
Out_OFM	
);
input clk, rst_n, in_valid, weight_valid;
input [15:0]In_IFM_1;		
input [15:0]In_Weight_1;
output reg out_valid;
output reg[35:0] Out_OFM;
reg [15:0]buffer[0:48] ;    
reg [15:0]buffer_weight[0:8];   
reg [1:0] state_cs, state_ns;
parameter IDLE = 2'd0;
parameter IN_DATA = 2'd1;
parameter EXE = 2'd2;
reg [5:0] cnt ;
reg [5:0] in [0:8] ;
integer i ;
always@(posedge clk or negedge rst_n) begin
	if(!rst_n) begin
		for (i=0;i<9;i=i+1) 
			buffer_weight[i] <= 0;
	end
	else if(weight_valid && cnt < 9)
		buffer_weight[cnt] <= In_Weight_1;
end
always@(posedge clk or negedge rst_n) begin
	if(!rst_n) begin
		for (i=0;i<49;i=i+1) 
			buffer[i] <= 0;
	end
	else if(cnt < 49) begin
		buffer[cnt]  <= In_IFM_1;
	end                
end
always@(posedge clk or negedge rst_n) begin
	if(!rst_n)
		state_cs <= IDLE;
	else
		state_cs <= state_ns;
end
always@(posedge clk or negedge rst_n) begin
	if(!rst_n)
		out_valid <= 0;
	else if(state_cs == EXE)
		out_valid <= 1;
	else
		out_valid <= 0;
end
always@(*) begin
	case(state_cs)
		IDLE:
		begin
			if(in_valid)
				state_ns = IN_DATA;
			else
				state_ns = IDLE;
		end
		IN_DATA:
		begin
			if(in_valid)
				state_ns = IN_DATA;
			else
				state_ns = EXE;
		end
		EXE:
		begin
			if(cnt == 24)
				state_ns = IDLE;
			else
				state_ns = EXE;
		end
		default:
			state_ns = IDLE;
	endcase
end
always @(posedge clk or negedge rst_n) begin
	if (!rst_n) begin
		cnt <= 0 ;
	end
	else if (in_valid) begin
		cnt <= cnt + 1 ;
	end
	else if (state_cs == EXE) begin
		cnt <= cnt + 1 ;
	end
	else if (!in_valid) begin
		cnt <= 0 ;
	end
end
always @(posedge clk or negedge rst_n) begin
	if (!rst_n) begin
		for (i =0 ;i<9 ;i=i+1 ) begin
			in[i] <= 0;
		end		
	end
	else if (!in_valid && cnt == 49) begin
		in[0] <= 0 ; in[1] <= 1 ; in[2] <= 2 ; 
		in[3] <= 7 ; in[4] <= 8 ; in[5] <= 9;
		in[6] <= 14 ; in[7] <= 15 ; in[8] <= 16;
	end
	else if (state_cs == EXE) begin
		if (in[0] % 7 == 4) begin
			in[0] <= in[0] + 3 ;
			in[1] <= in[1] + 3 ;
			in[2] <= in[2] + 3 ;
			in[3] <= in[3] + 3 ;
			in[4] <= in[4] + 3 ;
			in[5] <= in[5] + 3 ;
			in[6] <= in[6] + 3 ;
			in[7] <= in[7] + 3 ;
			in[8] <= in[8] + 3 ;
		end
		else begin
			in[0] <= in[0] + 1 ;
			in[1] <= in[1] + 1 ;
			in[2] <= in[2] + 1 ;
			in[3] <= in[3] + 1 ;
			in[4] <= in[4] + 1 ;
			in[5] <= in[5] + 1 ;
			in[6] <= in[6] + 1 ;
			in[7] <= in[7] + 1 ;
			in[8] <= in[8] + 1 ;
		end
	end
end
always@(posedge clk or negedge rst_n) begin
	if(!rst_n)
		Out_OFM <= 0;
	else if(state_cs == EXE) begin
		Out_OFM <= buffer[in[0]] * buffer_weight[0]
				 + buffer[in[1]] * buffer_weight[1]
				 + buffer[in[2]] * buffer_weight[2]
				 + buffer[in[3]] * buffer_weight[3]
				 + buffer[in[4]] * buffer_weight[4]
				 + buffer[in[5]] * buffer_weight[5]
				 + buffer[in[6]] * buffer_weight[6]
				 + buffer[in[7]] * buffer_weight[7]
				 + buffer[in[8]] * buffer_weight[8];
	end
	else
		Out_OFM <= 0;
end
endmodule
```
**flow/run.sh**
```bash
#!/bin/bash
# OpenROAD 26Q1-2900-gdf79404cd8, Yosys 0.63+post, stock flow scripts
make -C /OpenROAD-flow-scripts/flow DESIGN_CONFIG=/design/flow/config.mk WORK_HOME=/design/flow/orfs finish
```
==> insert_results.sql <==
-- generated from flow reports
INSERT INTO impl_metrics (metric_group, metric, value, unit) VALUES
('logic_synthesis', 'synth-seq-area-share', '0.160', ''),
('floorplanning', 'dieHeight', '570', 'um'),
('clocking', 'numCtsBuffers', '124', ''),
('logic_synthesis', 'syn-cell-area', '0.161', 'sq mm'),
('floorplanning', 'site_row_count', '208', ''),
('logic_synthesis', 'netlist_instances', '17400', ''),
('logic_synthesis', 'yosys_warnings', '4', ''),
('logic_synthesis', 'synthArstFlopShare', '1.00', ''),
('clocking', 'cts_root_buffer', 'clkbuf_16', ''),
('logic_synthesis', 'flop_cell', 'dfrtp_1', ''),
('placement', 'finalWeightedCongestion', '1.67', ''),
('floorplanning', 'die_w', '570', 'um'),
('clocking', 'clkSinkCount', '1028', ''),
('global_route', 'grt_overflow_total', '19500', ''),
('global_route', 'track_usage', '1.01', ''),
('clocking', 'max_buffers_root_to_sink', '4', ''),
('status', 'step_where_the_flow_halted', 'global routing (5_1_grt)', ''),
('placement', 'dp.final_hpwl', '1030000', 'um'),
('clocking', 'post-cts-setup-buffer-count', '0', ''),
('logic_synthesis', 'synth_area_per_cell', '9.25', 'sq um'),
('floorplanning', 'initial_utilization', '0.503', ''),
('status', 'status', 'aborted with a tool error', ''),
('clocking', 'cts_repair_resize_count', '0', ''),
('global_route', 'grt_pass1_wl', '2120000', 'um'),
('placement', 'portBuffers', '72', ''),
('global_route', 'grt_pass1_vias', '209000', ''),
('logic_synthesis', 'synth_flops', '1028', ''),
('logic_synthesis', 'ys_chip_area', '0.161', 'sq mm'),
('logic_synthesis', 'synth-cells-yosys', '17400', ''),
('clocking', 'h-tree-depth', '3', ''),
('floorplanning', 'design.portCount', '73', ''),
('clocking', 'cts.hold.buffers_added', '0', ''),
('logic_synthesis', 'synth_cell_types', '84', ''),
('status', 'first-error', '[ERROR GRT-0116] Global routing finished with congestion. Check the congestion regions in the DRC Viewer.', ''),
('logic_synthesis', 'synth-edff-count', '0', ''),
('global_route', 'largest_net_degree_at_the_start_of_global_routing', '84', '');
through the flow:
| stage | power, W | worst slack [ns] | hold slack [ns] | cell area, sq um | std cells |
|---|---|---|---|---|---|
| floorplan | 0.121 | 22.19 | 0.390 | 161000 | 17400 |
| global placement | 0.157 | 19.73 | 0.462 | 171000 | 21400 |
| detailed placement | 0.158 | 19.80 | 0.462 | 171000 | 21400 |
| CTS | 0.161 | 19.47 | 0.475 | 175000 | 21600 |
cell usage after synthesis (all sizes together) (20+ instances only):
cell,instances,area share
a211oi,151,0.0074
a21oi,59,0.0018
a22oi,3456,0.16
and2,1254,0.049
buf,783,0.026
clkbuf,1071,0.025
dfrtp,1027,0.16
fa,2251,0.28
ha,801,0.062
inv,2322,0.054
mux2,929,0.065
nand2,1371,0.032
nand2b,25,0.00097
nand3,22,0.00071
nand4,882,0.034
nand4b,21,0.0012
nand4bb,39,0.0028
nor2,499,0.015
nor2b,20,0.00078
nor4,150,0.0061
o21ai,50,0.0016
or4b,29,0.0024
xnor2,38,0.0021
xor2,32,0.0017
per-layer routing:
layer	GRT overflow	track usage
met3	3464	0.962
met1	3448	1.00
met2	9230	1.10
met5	374	0.812
met4	3015	0.955
cell families after synthesis:
logic type | after synthesis | share of synthesized area
xor gates and xnor gates | 70 | 0.00380
muxes | 939 | 0.0655
and+or+nand+nor | 4398 | 0.150
adders and majority gates | 3052 | 0.342
AOI/OAI and AO/OA | 3775 | 0.175
buffers and inverters | 4176 | 0.105
DFF | 1028 | 0.160
Power is estimated from default activity; no workload was simulated.
